### /design/flow/config.mk
export PLATFORM = sky130hd
export DESIGN_NAME = ForwardUnit
export DESIGN_NICKNAME = ForwardUnit
export VERILOG_FILES = /design/flow/design.v
export SDC_FILE = /design/flow/constraint.sdc
export NUM_CORES = 4
export LEC_CHECK = 1
export CORE_AREA = 10 10 138 138
export DIE_AREA = 0 0 148 148
### /design/flow/constraint.sdc
current_design ForwardUnit

set clk_period 11.1
set clk_io_pct 0.2

create_clock -name clk0 -period $clk_period

set non_clock_inputs [all_inputs -no_clocks]
set_input_delay [expr $clk_period * $clk_io_pct] -clock clk0 $non_clock_inputs
set_output_delay [expr $clk_period * $clk_io_pct] -clock clk0 [all_outputs]
### /design/flow/design.v
module ForwardUnit
	(
		BR_Type,
		WB_En1,
		WB_En2,
		mem_W_En,
		Is_Imm,
		src1,
		src2,
		readdata2,
		dest1,
		dest2,
		aluResult1,
		aluResult2,
		srcOut1,
		srcOut2,
		memOut,
		shouldForward1,
		shouldForward2,
	);
	input			WB_En1;
	input			WB_En2;
	input			Is_Imm;
	input			mem_W_En;
	input	[1:0]	BR_Type;
	input	[4:0]	src1;
	input	[4:0]	src2;
	input	[4:0]	dest1;
	input	[4:0]	dest2;
	input	[31:0]	readdata2;
	input	[31:0]	aluResult1;
	input	[31:0]	aluResult2;
	output 			shouldForward1;
	output 			shouldForward2;
	output	[31:0]	srcOut1;
	output	[31:0]	srcOut2;
	output	[31:0]	memOut;
	wire        shouldForward1FromExe;
	wire        shouldForward2FromExe;
	wire        shouldForward1FromMem;
	wire        shouldForward2FromMem;
	wire		shouldForwardMemFromExe;
	wire		shouldForwardMemFromMem;
	reg	[31:0]	srcOut1;
	reg	[31:0]	srcOut2;
	reg	[31:0]	memOut;
	parameter NO_BRANCH_Code = 2'b0;
	parameter BEZ_Code = 2'b01;
	parameter BNE_Code = 2'b10;
	parameter JMP_Code = 2'b11;
    assign shouldForward1FromExe = !( src1 ^ dest1 ) & WB_En1 & |dest1;
    assign shouldForward2FromExe = !( src2 ^ dest1 ) & WB_En1 & (~Is_Imm | !(BR_Type ^ BNE_Code)) & |dest1;
    assign shouldForwardMemFromExe = !( src2 ^ dest1 ) & WB_En1 & mem_W_En  & |dest1;
    assign shouldForward1FromMem = !( src1 ^ dest2 ) & WB_En2 & |dest2;
    assign shouldForward2FromMem = !( src2 ^ dest2 ) & WB_En2 & (~Is_Imm | !(BR_Type ^ BNE_Code)) & |dest2;
    assign shouldForwardMemFromMem = !( src2 ^ dest2 ) & WB_En2 & mem_W_En & |dest2;
    assign shouldForward1 = shouldForward1FromExe | shouldForward1FromMem;
    assign shouldForward2 = shouldForward2FromExe | shouldForward2FromMem;
	always @(*)
	begin
		if( shouldForward1FromExe )
		begin
			srcOut1 <= aluResult1;
		end
		else
		    if( shouldForward1FromMem )
            begin
                srcOut1 <= aluResult2;
            end
		if( shouldForward2FromExe )
		begin
			srcOut2 <= aluResult1;
		end
		else
		    if( shouldForward2FromMem )
            begin
                srcOut2 <= aluResult2;
            end
		if (shouldForwardMemFromExe)
			memOut <= aluResult1;
		else
			if (shouldForwardMemFromMem)
				memOut <= aluResult2;
			else
				memOut <= readdata2;
	end
endmodule
### /design/flow/run.sh
#!/bin/bash
# OpenROAD 26Q1-2900-gdf79404cd8, Yosys 0.63+post, stock flow scripts
make -C /OpenROAD-flow-scripts/flow DESIGN_CONFIG=/design/flow/config.mk WORK_HOME=/design/flow/orfs finish
==> impl_metrics.env <==
# source this file to load flow results
export IMPL_timing_setup_critical_path_class="input port to output pin"
export IMPL_numSynthFlops=64
export IMPL_detail_route_wirelength_um=15200
export IMPL_synth_cells=333
export IMPL_die_width_um=148
export IMPL_largest_net_degree_at_the_start_of_global_routing=37
export IMPL_final_setup_viol_count=0
export IMPL_maxCapViolations=0
export IMPL_layout_cell_area_non_filler_mm2=0.00547
export IMPL_topCellsByArea="sky130_fd_sc_hd__dlxtn_1 31%, sky130_fd_sc_hd__mux2_4 15%, sky130_fd_sc_hd__mux2_1 12%"
export IMPL_layout_drive_gt1_share_pct=9.23
export IMPL_syn_area_mm2=0.00307
export IMPL_drt_drc_violations_left=0
export IMPL_number_of_flops_mapped_to_enable_cells_by_yosys=0
export IMPL_antenna_found_initial=0
export IMPL_chip_area_mm2=0.0219
export IMPL_grt_pass1_vias=3679
export IMPL_num_antenna_cells=0
export IMPL_synth_distinct_cells=31
export IMPL_routed_via_count=3573
export IMPL_relSlewSlack_pct=42.8
export IMPL_cell_internal_pwr_mw=0.117
export IMPL_report_final_hold_viol_count=0
export IMPL_p_sw_mw=0.0607
export IMPL_unrepaired_setup_endpoints_after_global_routing="false"
export IMPL_synth_avg_cell_area_um2=9.23
export IMPL_fillCellCount=1644
export IMPL_crit_arrival_ps=5300
export IMPL_slowest_stage="sky130_fd_sc_hd__or3_1"
export IMPL_worst_slew_pin_slew_ps=855
export IMPL_ys_cells=333
export IMPL_numPlacedInstances=747
export IMPL_slew_violations=0
export IMPL_grt_ovfl_total=0
export IMPL_power_combinational_fraction_pct=86.5
export IMPL_wire_length_per_cell_after_detailed_routing_um=20.3
export IMPL_cts_setup_buffers=0
export IMPL_clock_share_of_power_pct=0
export IMPL_number_of_warnings_in_the_stage_logs=32
export IMPL_floorplanUtilization_pct=19.2
export IMPL_drt_pass1_iter_count=4
export IMPL_critical_path_top_delay_family="buffers and inverters"
export IMPL_power_share_sequential_pct=13.5
export IMPL_first_pass_grt_wire_length_um=22800
export IMPL_drt_initial_drc_count=151
export IMPL_timing_final_crit_period_ps=7520
export IMPL_synthToLayoutAreaGrowth_pct=77.9
export IMPL_cts_hold_repair_buffers=0
export IMPL_floorplan_io_pins=220
export IMPL_clock_fmax_mhz=133
export IMPL_synth_async_reset_ratio_pct=0
export IMPL_synthDominantCellAreaShare_pct=31.3
export IMPL_power_share_switching_pct=34.1
export IMPL_postPlaceCellArea_mm2=0.00547
export IMPL_final_std_cells_w_o_fill=747
export IMPL_cpPeakStageDelay_ps=690
export IMPL_antenna_left=0
export IMPL_core_area_mm2=0.0160
export IMPL_worstHoldPathType="input port to output pin"
export IMPL_setup_ws_ps=3580
export IMPL_final_setup_tns_ps=0
export IMPL_overall_fraction_of_global_route_tracks_in_use_pct=13.1
export IMPL_path_cells="clkdlybuf4s50_1 > xnor2_1 > nand2_2 > or3_1 > buf_4 > a31oi_1 > clkdlybuf4s50_1"
export IMPL_p_per_area_mw_per_mm2=32.6
export IMPL_total_power_mw=0.178
export IMPL_ys_flop_type="sky130_fd_sc_hd__dlxtn_1"
export IMPL_place_hpwl_um=11600
export IMPL_synth_warnings=1
export IMPL_status="finished, final reports clean"
export IMPL_cp_data_required_time_ps=8880
export IMPL_chipHeight_um=148
export IMPL_synth_top_cell_by_area="sky130_fd_sc_hd__dlxtn_1"
export IMPL_unclocked_pins=64
export IMPL_post_cts_resized=0
export IMPL_preCtsSetupSlack_ps=3630
export IMPL_route_detailed_vias_per_inst=4.78
export IMPL_power_leakage_nw=2.06
export IMPL_row_count=46
export IMPL_power_ir_vdd_worst_uv=15.1
export IMPL_critical_path_max_fanout=35
export IMPL_critPathMostFrequentCell="sky130_fd_sc_hd__clkdlybuf4s50_1"
export IMPL_number_of_unconstrained_endpoints=128
export IMPL_gp_congestion=0.823
export IMPL_critPathCaptureType="output pin"
export IMPL_cp_buffers_inverters=3
export IMPL_buffer_ports_inserted=220
export IMPL_min_period_over_period_pct=67.7
export IMPL_yosys_chip_area_mm2=0.00307
export IMPL_crit_path_start_kind="input port"
layout make-up:
class / instances / area (um2) / share of cell area [%]
tap: 216 / 270 / 4.94
multi-input combinational: 235 / 1950 / 35.6
inverter: 1 / 3.75 / 0.0686
timing repair buffer: 231 / 2280 / 41.8
sequential: 64 / 961 / 17.6
per-stage QoR:
step | utilization (%) | hold WS, ps
2_1_floorplan | - | 4530
3_3_place_gp | 34.2 | 5390
3_5_place_dp | 34.2 | 5390
4_1_cts | 34.2 | 5390
5_1_grt | 34.2 | 5410
6_report | 34.2 | 5380
final timing paths:
| path | end | from | slack (ps) | cells after the start |
|---|---|---|---|---|
| max | memOut[31] | dest1[1] | 3580 | 7 |
| min | memOut[5] | readdata2[5] | 5380 | 4 |
cells in the mapped netlist, types with 3 or more instances:
cell	instances
sky130_fd_sc_hd__mux2_4	30
sky130_fd_sc_hd__mux2_1	34
sky130_fd_sc_hd__buf_2	9
sky130_fd_sc_hd__xnor2_1	15
sky130_fd_sc_hd__dlxtn_1	64
sky130_fd_sc_hd__buf_12	3
sky130_fd_sc_hd__xor2_1	5
sky130_fd_sc_hd__o21ai_0	33
sky130_fd_sc_hd__clkbuf_1	20
sky130_fd_sc_hd__nand3_1	34
sky130_fd_sc_hd__a31oi_1	32
sky130_fd_sc_hd__nor4_1	32
power by group through the flow:
stage | Clock (mW) | Combinational (mW) | Sequential, mW
after CTS | 0 | 0.156 | 0.0242
after global routing | 0 | 0.166 | 0.0254
final | 0 | 0.154 | 0.0241
flip-flops by register name, indices dropped and copies added, names as in the netlist:
signal / count
srcOut1: 32
srcOut2: 32
placed cells by master (no fill, tap or decap), drive strengths merged:
cell and count:
or4 2, nand3 34, dlxtn 64, o2111ai 1
o2111a 1, nor3 2, o21a 2, or4b 1
xnor2 15, nor4 33, or3 1, o21ai 35
xor2 5, a41oi 1, and3 1, nand4 2
nand2 1, and4 1, mux2 64, clkdlybuf4s50 220
buf 11, a41o 1, a31oi 32, inv 1
cells by family (layout without fill, tap and decap cells):
| logic type | after synthesis | count (layout) | share of synthesized area [%] |
|---|---|---|---|
| AOI/OAI and AO/OA | 73 | 73 | 14.3 |
| xor gates and xnor gates | 20 | 20 | 5.70 |
| buffers and inverters | 34 | 232 | 6.35 |
| latches | 64 | 64 | 31.3 |
| muxes | 64 | 64 | 27.1 |
| and+or+nand+nor | 78 | 78 | 15.2 |
tightest hold or removal path: stages:
cell                              delay (ps)
sky130_fd_sc_hd__clkdlybuf4s50_1         390
sky130_fd_sc_hd__o21ai_0                  70
sky130_fd_sc_hd__a31oi_1                  80
sky130_fd_sc_hd__clkdlybuf4s50_1         410
metal layers:
| layer | share of wire (%) | global-route usage, % | up-vias | routed length (um) |
|---|---|---|---|---|
| li1 | - | - | 1671 | - |
| met1 | 42 | 16.8 | 1717 | 6300 |
| met2 | 49 | 22.5 | 185 | 7370 |
| met3 | 9.9 | 3.72 | 0 | 1500 |
| met4 | 0 | 0.446 | 0 | 0 |
| met5 | 0 | 0 | - | 0 |
Power and IR drop assume default switching activity.
