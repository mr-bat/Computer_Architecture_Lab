[design.v]
module Hazard
	(
		Stall_Special_Condition,
		WB_En1,
		WB_En2,
		Is_Imm,
		src1,
		src2,
		dest1,
		dest2,
		Stall
	);
	input			Stall_Special_Condition;
	input			WB_En1;
	input			WB_En2;
	input			Is_Imm;
	input	[4:0]	src1;
	input	[4:0]	src2;
	input	[4:0]	dest1;
	input	[4:0]	dest2;
	output			Stall;
	assign Stall =	( !( src1 ^ dest1 ) & WB_En1 ) |
					( !( src2 ^ dest1 ) & WB_En1 & (~Is_Imm | Stall_Special_Condition) ) |
					( !( src1 ^ dest2 ) & WB_En2 )  |
					( !( src2 ^ dest2 ) & WB_En2 & (~Is_Imm | Stall_Special_Condition) );
endmodule
[run.sh]
#!/bin/bash
# OpenROAD 26Q1-2900-gdf79404cd8, Yosys 0.63+post, stock flow scripts
make -C /OpenROAD-flow-scripts/flow DESIGN_CONFIG=/design/flow/config.mk WORK_HOME=/design/flow/orfs finish
[config.mk]
export PLATFORM = sky130hd
export DESIGN_NAME = Hazard
export DESIGN_NICKNAME = Hazard
export VERILOG_FILES = /design/flow/design.v
export SDC_FILE = /design/flow/constraint.sdc
export NUM_CORES = 4
export LEC_CHECK = 1
export CORE_AREA = 10 10 70 70
export DIE_AREA = 0 0 80 80
[constraint.sdc]
current_design Hazard

set clk_period 1.2
set clk_io_pct 0.2

create_clock -name clk0 -period $clk_period

set non_clock_inputs [all_inputs -no_clocks]
set_input_delay [expr $clk_period * $clk_io_pct] -clock clk0 $non_clock_inputs
set_output_delay [expr $clk_period * $clk_io_pct] -clock clk0 [all_outputs]
==> out/results.txt <==
DRC viols: 0
Initial antenna violation count: 0
Top routing layer used: met3
Critical Path AT: 1.19 ns
Failing checks: negative setup slack
Switching share of total power: 44.1%
Seq share, synth: 0%
Gpl congestion: 0.828
Peak supply drop: 0.000110 V
CP Max Fanout: 2
Critical path cell sequence: buf_6, xor2_2, nor4_2, and3_1, a31oi_1, nand3_1, buf_2
P_sw: 0.0000940 W
Hold Vio Cnt, Final: 0
Tool warnings: 34
Mapped Area: 251 um2
Final Slew Violations: 0
Fmax: 699 MHz
Post-layout util: 19.4%
CP max stage delay: 0.27 ns
Largest net degree at the start of global routing: 3
Post-DP HPWL: 1.07 mm
Final setup margin: -0.230 ns
Share of cells above drive strength 1: 64.6%
# fillers: 388
Row Count: 21
WL met3: 202 um
Area delta synth->final: 164%
Mean post-synth cell area: 8.38 um2
Port buffer count: 25
Crit-path slowest cell: nor4_2
Status: complete, but fails checks
Hold depth: 6
Core area: 0.00342 mm2
Yosys cell count: 30
P_int: 0.000119 W
Init Core Util: 7.36%
Vias per cell: 3.05
Tcrit/Tclk final: 119%
Seq pwr share: 0%
HP Class: primary input to output port
Critical Path RT: 0.96 ns
Rel. slew slack: 81.8%
Register area: 0 um2
First-pass GRT wire length: 1.95 mm
Least-Margin Pin Slew: 0.271 ns
Wirelength per Cell: 11.2 um
Max cap viols: 0
Placed cells: 111
Vias in the first global route: 384
Critical path type: primary input to output port
Met2 wire length: 272 um
Final Instance Count excl. Fillers: 111
All-layer global routing usage: 3.75%
Pleak: 0.272 nW
Setup violators final: 1
CLK BUF: 0
Vias post-DR: 338
RSZ-0062 raised after global routing: yes
Total gr overflow: 0
ANT cells: 0
Mapped Cells: 30
Drt pass-1 iters: 2
Synthesis area per yosys: 251 um2
# IOs: 25
Die H: 80 um
Pwr dens: 321 mW/mm2
Die area: 0.00640 mm2
Chip width: 80 um
Synth cell types: 9
Flops: 0
Type of origin of the critical path: primary input
Crit path time final: 1.43 ns
Synth Warn #: 0
Total Wirelength: 1.24 mm
CP Capture Type: output port
Clock power frac: 0%
1st-iter DRT viols: 7
Comb pwr share: 100.0%
Wire length on met1: 764 um
DRT antenna net count: 0
-- worst max-delay path, delay by kind of cell --
family / cells / cell delay [ns]
and+or+nand+nor: 3 / 0.53
buffers and inverters: 2 / 0.20
xor gates and xnor gates: 1 / 0.16
AOI/OAI and AO/OA: 1 / 0.04
-- power groups by stage --
stage,registers [W],clock network (W),logic [W]
after CTS,0,0,0.000209
after global routing,0,0,0.000232
final,0,0,0.000213
-- cells in the final DEF (no fill, tap or decap), drive strengths merged --
master / count
clkbuf: 6
clkdlybuf4s50: 4
a31oi: 1
and3: 1
nand3: 1
buf: 22
nand4: 2
clkdlybuf4s15: 3
nand2b: 1
xor2: 16
nor4: 4
xnor2: 4
-- through the flow --
| step | area (um2) | setup TNS, ns | setup slack (ns) | power, W | hold slack, ns |
|---|---|---|---|---|---|
| after floorplan | 251 | 0 | 0.107 | 0.0000624 | 0.563 |
| after global placement | 634 | -1.03 | -1.03 | 0.000205 | 1.50 |
| after detailed placement | 634 | -1.06 | -1.06 | 0.000205 | 1.50 |
| after CTS | 671 | -0.302 | -0.302 | 0.000209 | 1.03 |
| after global routing | 663 | -0.319 | -0.319 | 0.000232 | 1.09 |
| final | 663 | -0.230 | -0.230 | 0.000213 | 1.01 |
-- layer usage --
| metal | global-route usage, % | vias up |
|---|---|---|
| met5 | 0 | - |
| met4 | 0 | 0 |
| met3 | 2.61 | 0 |
| li1 | - | 169 |
| met1 | 6.66 | 144 |
| met2 | 3.13 | 25 |
-- cell usage after synthesis, drive strengths merged --
cell | count | area (um2)
a31oi | 1 | 6.26
and3 | 1 | 6.26
nand2b | 1 | 6.26
nand3 | 1 | 5.00
nand4 | 2 | 12.5
nor4 | 4 | 40.0
xnor2 | 4 | 35.0
xor2 | 16 | 140
-- layout make-up --
| class | instances | area [um2] | share of cell area (%) |
|---|---|---|---|
| Tap cell | 46 | 57.6 | 8.68 |
| Multi-Input combinational cell | 30 | 338 | 50.9 |
| Timing Repair Buffer | 35 | 268 | 40.4 |
-- logic make-up (layout without fill, tap and decap cells) --
| family | Yosys count | after routing | share of synthesized area [%] |
|---|---|---|---|
| compound gates | 1 | 1 | 2.49 |
| simple gates | 9 | 9 | 27.9 |
| buf+inv | 0 | 35 | 0 |
| xor+xnor | 20 | 20 | 69.6 |
-- final timing paths --
check	slack, ns	endpoint	from
hold / removal	1.01	Stall	src2[0]
setup / recovery	-0.23	Stall	src1[3]
-- what timing repair did --
item                                    in CTS  in global routing
gates cloned                                 0                  0
pin swaps                                   11                 15
resized                                     72                 22
hold buffers                                 0                  0
setup buffers                                0                  0
endpoints found under the setup margin       1                  1
No activity file was given, so power comes from the tool's default toggle rates.
